**design/flow/design.v**
```verilog
`timescale 1ns/1ps
module ALU_Ctrl(
        funct_i,
        ALUOp_i,
        ALUCtrl_o
        );
input      [6-1:0] funct_i;
input      [3-1:0] ALUOp_i;
output     [4-1:0] ALUCtrl_o;    
reg        [4-1:0] ALUCtrl_o;
always @(funct_i, ALUOp_i) begin
    case (ALUOp_i)
        0: begin  
            case (funct_i)
                32: ALUCtrl_o <= 2;  
                34: ALUCtrl_o <= 6;  
                36: ALUCtrl_o <= 0;  
                37: ALUCtrl_o <= 1;  
                42: ALUCtrl_o <= 7;  
                default: ALUCtrl_o = 0;  
            endcase
        end
        1:        
            ALUCtrl_o <= 6;
        2:        
            ALUCtrl_o <= 2;
        3:        
            ALUCtrl_o <= 7;
        default:  
            ALUCtrl_o <= 0;
    endcase
end
endmodule     
```
**design/flow/run.sh**
```bash
#!/bin/bash
# OpenROAD 26Q1-2900-gdf79404cd8, Yosys 0.63+post, stock flow scripts
make -C /OpenROAD-flow-scripts/flow DESIGN_CONFIG=/design/flow/config.mk WORK_HOME=/design/flow/orfs finish
```
**design/flow/config.mk**
```make
export PLATFORM = sky130hd
export DESIGN_NAME = ALU_Ctrl
export DESIGN_NICKNAME = ALU_Ctrl
export VERILOG_FILES = /design/flow/design.v
export SDC_FILE = /design/flow/constraint.sdc
export NUM_CORES = 4
export LEC_CHECK = 1
export CORE_AREA = 10 10 70 70
export DIE_AREA = 0 0 80 80
```
**design/flow/constraint.sdc**
```tcl
current_design ALU_Ctrl

set clk_period 2.9
set clk_io_pct 0.2

create_clock -name clk0 -period $clk_period

set non_clock_inputs [all_inputs -no_clocks]
set_input_delay [expr $clk_period * $clk_io_pct] -clock clk0 $non_clock_inputs
set_output_delay [expr $clk_period * $clk_io_pct] -clock clk0 [all_outputs]
```
==> flow_summary_export.csv <==
group,metric,value,unit
run_status,status,"finished clean",
route,drt-total-wl,478,µm
die,fp_util,3.04,%
setup_path,path_class,"in2out",
route,initialDrtViolationCount,0,
timing,rsz0062_at_grt,"false",
run,max-cap-violations,0,
setup_path,crit_arrival,2.12,ns
synthesis,netlist_top_cells_count,"3 x inv_1, 2 x a21oi_1, 2 x and4bb_2, 2 x nor2_1",
route,wire_per_inst,6.55,µm
finish,fill_cells,408,
setup_path,critPathTopFamily,"buffers and inverters",
global_route,antenna_found_initial,0,
clocking,postCtsHoldBufs,0,
setup_path,critical_path_buf_inv_count,2,
clocking,cts_setup_buffers,0,
synthesis,synth_area,104,µm²
synthesis,ys_sh_xor,0,%
power_and_ir_drop,peakVddDrop,0.00849,mV
die,rows,21,
timing,hold_viol,0,
finish,stdcell_count,73,
setup_path,crit_path_end_kind,"output pin",
setup_path,cpPeakStageDelay,0.49,ns
synthesis,yosys_warnings,1,
die,chipArea,0.00640,mm²
synthesis,yosys_area,104,µm²
route,dr.pass1.iters,1,
synthesis,yosys.area.top_type,"and4bb_2",
synthesis,avgSynthCellArea,6.49,µm²
synthesis,ys_seq_share,0,%
synthesis,synthCells,16,
place,dp_slack,0.176,ns
timing,setup_viol,0,
place,io_buffers,12,
synthesis,yosysCellCount,16,
synthesis,ys_top_logic_family,"simple AND/OR/NAND/NOR gates",
worst_hold_path,whs_path_depth,3,
timing,finalCritPeriodShare,93.3,%
setup_path,cp_cell_sequence,"clkdlybuf4s50_1, nor4b_2, o21ai_0, a21oi_1, clkdlybuf4s50_1",
setup_path,critical_path.slowest_cell,"clkdlybuf4s50_1",
synthesis,synth-compound-area-share,28.9,%
place,dp.cells,73,
timing,layout_min_cycle_time,2.70,ns
finish,clock_buffer_count,0,
place,gp_congestion,0.778,
timing,max_freq,370,MHz
die,pin_count,13,
global_route,grt_pass1_vias,152,
synthesis,synth_cell_types,11,
power_and_ir_drop,leakage,0.0867,nW
die,die_h,80,µm
finish,flop-count,0,
route,n_antenna_cell,0,
timing,drv_slew,0,
route,drc,0,
synthesis,mux_share,0,%
global_route,grt_max_degree,5,
timing,setup_ws,0.195,ns
synthesis,adder_share,0,%
clocking,post_cts_resize_count,0,
setup_path,crit_path_frequent_cell,"clkdlybuf4s50_1",
synthesis,synth-simple-area-share,49.4,%
synthesis,yosysTopAreaCellShare,24.1,%
synthesis,yosys.cell_count.top_type,"inv_1",
route,antenna_left,0,
power_and_ir_drop,powerDensity,91.2,mW/mm²
worst_hold_path,holdCritPathClass,"in2out",
setup_path,cp-start-kind,"input pin",
power_and_ir_drop,total_power,25.0,µW
finish,final_layout_size_suffix_gt1_share,11.1,%
worst_hold_path,min_to,"ALUCtrl_o[0]",
global_route,gr-total-overflow,0,
die,core_area,0.00342,mm²
worst_hold_path,min-delay-start,"ALUOp_i[2]",
setup_path,worstPathRequired,2.32,ns
synthesis,synthTopCellsByArea,"and4bb_2 24%, nor4b_2 14%, inv_1 11%",
finish,seqCellArea,0,µm²
run,warnings,32,
die,dieWidth,80,µm
route,via_per_inst,2.07,
route,vias,151,
finish,area_delta_synth_final,164,%
setup_path,worst-path-max-fanout,3,
global_route,grt_pass1_wl,710,µm
timing,setup_tns,0,ns
global_route,gr-usage-all-layers,1.32,%
[cell usage in the layout, fill, tap and decap left out]
master           synthesis  layout
conb_1                   1       1
nor4b_2                  1       1
o21ai_0                  1       1
inv_1                    3       3
clkdlybuf4s50_1          0      12
a31oi_1                  1       1
nor2_1                   2       2
and4bb_2                 2       2
nand2_1                  1       1
o2111ai_1                1       1
a21oi_1                  2       2
[layout make-up]
cell class | count | area (µm²) | share of cell area [%]
Timing Repair Buffer | 12 | 120 | 43.8
Inverter | 3 | 11.3 | 4.11
Tap cell | 46 | 57.6 | 21.0
Multi-Input combinational cell | 12 | 85.1 | 31.1
[report_power, final]
| group | internal, mW | switching [mW] | leakage (nW) | total [mW] |
|---|---|---|---|---|
| logic | 0.0175 | 0.00748 | 0.0867 | 0.0250 |
| registers | 0 | 0 | 0 | 0 |
| clock network | 0 | 0 | 0 | 0 |
[worst max-delay path by stage]
stage | startpoint | end | slack [ns] | cells past startpoint
CTS | funct_i[0] | ALUCtrl_o[1] | 0.18 | 5
global route | funct_i[0] | ALUCtrl_o[1] | 0.10 | 5
finish | funct_i[0] | ALUCtrl_o[1] | 0.20 | 5
[per-layer routing]
metal | wire [µm] | vias to the layer above | global-route usage, %
li1 | - | 79 | -
met1 | 195 | 60 | 1.71
met2 | 152 | 12 | 1.85
met3 | 130 | 0 | 0.909
met4 | 0 | 0 | 0
met5 | 0 | - | 0
[kinds of logic (layout without fill, tap and decap cells)]
family	count (synthesis)	after routing
simple gates	6	6
compound gates	5	5
buf+inv	4	15
other cells	1	1
[per-stage QoR]
stage               hold WS, ns  utilization [%]  instance area [µm²]
floorplan                  1.17                -                  104
global placement           2.12             8.02                  274
detailed placement         2.12             8.02                  274
CTS                        2.13             8.02                  274
global route               2.14             8.02                  274
finish                     2.13             8.02                  274
Power and IR drop assume default switching activity.

## flow/config.mk

```make
export PLATFORM = sky130hd
export DESIGN_NAME = Forwarding_Unit
export DESIGN_NICKNAME = Forwarding_Unit
export VERILOG_FILES = /design/flow/design.v
export SDC_FILE = /design/flow/constraint.sdc
export NUM_CORES = 4
export LEC_CHECK = 1
export CORE_AREA = 10 10 73 73
export DIE_AREA = 0 0 83 83
```

## flow/constraint.sdc

```tcl
current_design Forwarding_Unit

set clk_period 1.4
set clk_io_pct 0.2

create_clock -name clk0 -period $clk_period [get_ports {clk_i}]

set non_clock_inputs [all_inputs -no_clocks]
set_input_delay [expr $clk_period * $clk_io_pct] -clock clk0 $non_clock_inputs
set_output_delay [expr $clk_period * $clk_io_pct] -clock clk0 [all_outputs]
```

## flow/design.v

```verilog
module Forwarding_Unit(
    clk_i,
    MEM_RegWrite_i,
    WB_RegWrite_i,
    EX_rs,
    EX_rt,
    EX_rd,
    MEM_rd,
    WB_rd,
    muxrs,
    muxrt,
    );
input               clk_i;
input               MEM_RegWrite_i;
input               WB_RegWrite_i;
input   [5-1:0]     EX_rs;
input   [5-1:0]     EX_rt;
input   [5-1:0]     EX_rd;
input   [5-1:0]     MEM_rd;
input   [5-1:0]     WB_rd;
output  [2-1:0]     muxrs;
output  [2-1:0]     muxrt;
reg     [2-1:0]     muxrs;
reg     [2-1:0]     muxrt;
reg     [2-1:0]     flag;
always @(negedge clk_i) begin
    flag <= 0;
    muxrs <= 0;
    muxrt <= 0;
    if (MEM_RegWrite_i == 1 && (MEM_rd == EX_rs) && MEM_rd != 0) begin
        muxrs <= 1;
        flag  <= 1;
    end
    else if (WB_RegWrite_i == 1 && (WB_rd == EX_rs) && WB_rd != 0) begin
        muxrs <= 2;
        flag  <= 1;
    end
    if (MEM_RegWrite_i == 1 && (MEM_rd == EX_rt) && MEM_rd != 0) begin
        muxrt <= 1;
        flag  <= 2;
    end
    else if (WB_RegWrite_i == 1 && (WB_rd == EX_rt) && WB_rd != 0) begin
        muxrt <= 2;
        flag  <= 2;
    end
end
endmodule
```

## flow/run.sh

```bash
#!/bin/bash
# OpenROAD 26Q1-2900-gdf79404cd8, Yosys 0.63+post, stock flow scripts
make -C /OpenROAD-flow-scripts/flow DESIGN_CONFIG=/design/flow/config.mk WORK_HOME=/design/flow/orfs finish
```

==> flow_summary.json <==
{
  "io_pins": 32,
  "core_area_mm2": 0.003744,
  "tightest_slew_ns": 0.2440,
  "hold_class": "in -> reg",
  "crit_arrival_ns": 1.29,
  "drv_slew": 0,
  "synth_warnings": 1,
  "dieHeight_um": 83,
  "ys_seq_share_pct": 23.53,
  "hold_buffers": 0,
  "fp.dieW_um": 83,
  "antenna_found_initial": 0,
  "postSynthCellCount": 39,
  "wl_per_cell_um": 10.83,
  "final_cell_mix": "11 x buf_4, 10 x xor2_1, 8 x xnor2_1, 8 x buf_2, 8 x dlygate4sd2_1",
  "gr-total-overflow": 0,
  "hold_ws_ns": 1.120,
  "htree_levels": 1,
  "drt_iter0_drc": 6,
  "worstPathMaxFanout": 2,
  "yosys.cell_types.count": 10,
  "crit_path_end_kind": "flip-flop",
  "setup_viol": 8,
  "post_cts_buffers": 0,
  "ys_seq_elements": 4,
  "synth_area_um2": 340.3,
  "hold_violations": 0,
  "rsz0062_at_grt": "yes",
  "layout-drive-gt1-share_pct": 46.34,
  "grt_pass1_wl_um": 2332,
  "totalWireLength_um": 1408,
  "slew_headroom_pct": 83.68,
  "worstSetupStartpointType": "primary input",
  "rows": 22,
  "grt_util_all_layers_pct": 4.064,
  "place_congestion": 0.7902,
  "cellPowerDensity_mw_per_mm2": 702.5,
  "drc": 0,
  "cp.required_ns": 0.91,
  "dp.cells": 124,
  "fin_cells": 130,
  "violations": "negative setup slack",
  "postLayoutSetupSlackWorst_ns": -0.3805,
  "outcome": "finished, violations left",
  "cts_sinks": 4,
  "portBuffers": 26,
  "clk_path_buf_depth": 2,
  "cts_tree": "done",
  "lay_top_count": "buf_4",
  "dp.final_hpwl_um": 1251,
  "grt_pass1_vias": 482,
  "clk_pin_slew_worst_paths_ns": 0.03,
  "cts_root_buffer": "clkbuf_8",
  "crit_type": "in -> reg",
  "routed-via-count": 431,
  "synth-cells-yosys": 39,
  "firstDrtPassIters": 2,
  "cts_buffers": 3,
  "leakage_nw": 0.3541,
  "ant_nets": 0,
  "cap_violations": 0,
  "warnings": 37,
  "die_area_mm2": 0.006889,
  "via_per_inst": 3.315,
  "antennaDiodeCount": 0,
  "synth.avg_cell_area_um2": 8.726,
  "initCoreUtil_pct": 9.091,
  "peakVddDrop_mv": 0.2253,
  "ys_area_um2": 340.3,
  "place_ws_ns": -1.006,
  "syn_to_final_growth_pct": 141.5,
  "grt_start_max_net_pins": 4
}
==> critical path: stages <==
cell and delay [ns]:
buf_6 0.09, or4_4 0.53, o21ai_4 0.22, nor4_4 0.06, nor3_2 0.10
==> flip-flops by register name, summed over array words and instances, names as in the netlist <==
signal	flops
muxrs	2
muxrt	2
==> where the power goes <==
part | total (W) | switching (W) | internal, W
Sequential | 0.000118 | 0.000000430 | 0.000117
Clock | 0.000279 | 0.0000800 | 0.000199
Combinational | 0.000181 | 0.0000792 | 0.000102
==> routing by layer <==
layer  routed length [um]  track usage, %  vias up  part of all wire [%]
li1                     -               -      221                     -
met1                  828           6.433      183                    59
met2                  438           4.190       25                    31
met3                  133           2.264        2                   9.4
met4                    7           1.077        0                  0.50
met5                    0               0        -                     0
==> cells by family (layout without fill, tap and decap cells) <==
group	Yosys count	count (layout)	share of synthesized area (%)
buffers and inverters	1	44	1.102
AOI/OAI and AO/OA	2	2	4.043
DFF	4	4	23.53
xor gates and xnor gates	20	20	51.47
and+or+nand+nor	12	12	19.85
==> repair_timing <==
action | CTS | global route
resized | 57 | 14
endpoints found under the setup margin | 8 | 8
pin swaps | 10 | 14
==> synthesized netlist by cell type <==
library cell  number  share of area [%]
inv_1              1                1.1
nor4_1             2                3.7
o21ai_2            1                2.6
dfxtp_1            4                 24
o21ai_0            1                1.5
nor3_1             4                5.9
xnor2_1           10                 26
or4_1              2                4.4
xor2_1            10                 26
nand3_1            4                5.9
==> metrics by stage <==
step / instance area (um2) / total power, W / utilization (%) / TNS [ns]
floorplan: 364.1 / 0.0002005 / - / -1.940
global placement: 767.0 / 0.0003189 / 20.49 / -5.207
detailed placement: 767.0 / 0.0003214 / 20.49 / -5.202
CTS: 783.3 / 0.0005741 / 20.92 / -2.498
global route: 822.0 / 0.0006178 / 21.96 / -2.563
finish: 822.0 / 0.0005775 / 21.96 / -2.419
==> final cells by class <==
type                            count  area [um2]
Fill cell                         422        2922
Multi-Input combinational cell     34       340.3
Timing Repair Buffer               37       285.3
Sequential cell                     4       80.08
Tap cell                           48       60.06
Clock buffer                        3       41.29
Clock inverter                      4       15.01
==> path summary, 6_finish.rpt <==
| check | from | to | slack, ns | cells after the start |
|---|---|---|---|---|
| worst max-delay path | MEM_rd[1] | muxrt[1] | -0.38 | 5 |
| worst min-delay path | MEM_rd[4] | muxrs[0] | 1.12 | 4 |
Power and IR drop assume default switching activity.
